==> flow/design.v <==
module divider_comb(a, b, y, remainder);
    parameter WIDTH = 16;
    input wire[WIDTH-1:0] a;
    input wire[WIDTH-1:0] b;
    output reg[WIDTH-1:0] y;
    output reg[WIDTH-1:0] remainder;
    reg[2*WIDTH-1:0] Ra;  
    reg[WIDTH-1:0] Rb;  
    reg[WIDTH-1:0] Rc;  
    integer i;
    initial begin
        Ra = 32'h00000000;
        Rb = 16'h0000;
        Rc = 16'h0000;
    end
    always@(a or b) begin
        Ra[15:0] = a;
        Ra[31:16] = 16'h0000;
        Rb = b;
        Rc = 16'h0000;
        for (i = 0; i < WIDTH; i = i + 1) begin
            Ra = Ra << 1;
            Rc = Rc << 1;
            if (Ra[31:16] >= Rb) begin  
                Ra[31:16] = Ra[31:16] - Rb;
                Rc[0] = 1;
            end
            else begin
                Rc[0] = 0;
            end
        end
        y = Rc;
        remainder = Ra[31:16];
    end
endmodule
==> flow/run.sh <==
#!/bin/bash
# OpenROAD 26Q1-2900-gdf79404cd8, Yosys 0.63+post, stock flow scripts
make -C /OpenROAD-flow-scripts/flow DESIGN_CONFIG=/design/flow/config.mk WORK_HOME=/design/flow/orfs finish
==> flow/config.mk <==
export PLATFORM = sky130hd
export DESIGN_NAME = divider_comb
export DESIGN_NICKNAME = divider_comb
export VERILOG_FILES = /design/flow/design.v
export SDC_FILE = /design/flow/constraint.sdc
export NUM_CORES = 4
export LEC_CHECK = 1
export CORE_UTILIZATION = 30
==> flow/constraint.sdc <==
current_design divider_comb

set clk_period 110.6
set clk_io_pct 0.2

create_clock -name clk0 -period $clk_period

set non_clock_inputs [all_inputs -no_clocks]
set_input_delay [expr $clk_period * $clk_io_pct] -clock clk0 $non_clock_inputs
set_output_delay [expr $clk_period * $clk_io_pct] -clock clk0 [all_outputs]
==> design notes <==
In the finished design the tool counted flip-flops and latches totalling 0. The synthesized netlist devotes 23.9% of its cell area to simple gates. The routed design shows a via density per instance of 5.80. The final layout report lists a clock buffer count of 0. Across all layers, the routed design uses 15365 vias.

Based on the critical path, the design can be clocked at up to 11.4 MHz. By instance count after routing, the leading logic cell type is sky130_fd_sc_hd__ha_1. Signal nets in the final route climb as high as met4. The vertical die dimension reported for this design is 219 um.

Once the clock tree was built, the resizer swapped 0 gates to a different size. RePlAce ended its routability-driven mode at a weighted congestion of 0.997. Pins over their slew limit in the final report were tallied at 0. The tools report the number of max-cap violations as 0. The number of nets with antenna violations after detailed routing came out at 0. Measured against the total synthesized area, the mux share comes to 4.20%. Cells fill 33.3% of the core in the end. The DRC violation total left in the routed layout is recorded as 0. Summing internal, switching and leakage power gives 0.000136 W.

The leakage power in the latest report is 7.22 nW. The tools report the netlist area before placement as 14100 um2. The wire length recorded after detailed routing is 51.0 mm. Area fraction in full adders, half adders and majority gates: 23.6%. Per the slew report, the remaining headroom to the max-slew limit stands at 41.1%. The run gives 0 as the number of antenna violations at the first check in global routing. The horizontal die size was 219 um. In the final report, the number of endpoints failing setup comes to 0. The startpoint-to-endpoint class of the critical path was input pin to primary output.

Non-filler instance count after layout: 2651. Compared with the post-synthesis result, the final layout area differs by 9.82%. The yosys synthesis chip area was 14100 um2; the worst endpoint required time was 88.48 ns. The tools report the final-layout setup total negative slack as 0 ns. Per the synthesis report, the single largest cell type by area occupies 21.4% of cell area. The run gives 1 as the Yosys warning count. The main area contributors are sky130_fd_sc_hd__ha_1 21%, sky130_fd_sc_hd__xnor2_1 6.8%, sky130_fd_sc_hd__a21oi_1 5.8%, sky130_fd_sc_hd__nand2_1 4.9%, sky130_fd_sc_hd__nor2_1 4.4%. The cell that appears most often on the critical path is sky130_fd_sc_hd__ha_1.

Wire segments on met3 add up to 3.93 mm in the final route. In this design, the stage delay of the slowest critical-path cell is 0.78 ns. The first-pass detailed-route iteration total came out at 7. In the layout the commonest cells are 241 x sky130_fd_sc_hd__ha_1, 183 x sky130_fd_sc_hd__nand2_1, 165 x sky130_fd_sc_hd__nor2_1. For the post-placement cell count, the log shows 2651. The synthesized netlist was found by Yosys to have 2003 cells. The share of the yosys chip area belonging to registers came out at 0%. The routed wirelength on the met1 layer is recorded as 24.5 mm. The count of distinct cell types in the synthesized netlist came out at 96. The final timing report derives a shortest allowable period of 87.81 ns. The flow ran to the end, and the final reports show no timing, DRC or antenna violations.

The count of buffers added on input and output ports is 64. The sum of overflow across all layers after global routing is 0, and the data arrival time at the worst-slack endpoint is 65.69 ns. Top cell type by total area after synthesis: sky130_fd_sc_hd__ha_1. The maximum fanout along the worst path came out at 27.

The tightest min-delay check is of the input pin to primary output type. Maximum resistive drop on vdd: 17.8 uV. Wire segments on met2 add up to 21.2 mm in the final route.

In the routed netlist, the antenna diode instances number 0. The layout report lists the combined flip-flop and latch area as 0 um2. Power density over the cells: 8.80 nW/um2. The post-synthesis instance total is 2003. With the cts-stage hold buffer count at 0, the placeable core area is 46500 um2. The report lists the number of standard-cell rows as 79. The run gives 64 for the total I/O pin count. Per the synthesis report, the XOR/XNOR share of the synthesized area is 10.1%. The slowest cell on the critical path is sky130_fd_sc_hd__a2111oi_0. The worst setup path is captured at a primary output. Entering global routing, the biggest net connects 28 pins.

For the count of endpoints failing hold in the final timing report, the log shows 0. Share of synthesized cell area in and-or and or-and compound cells: 33.7%. STA classifies the critical path startpoint as an input pin. Once iteration 0 of detailed routing completed, the report listed 1296 DRC markers. The layout summary lists the proportion of cells stronger than drive strength 1 as 5.72%. For reference, the top logic cell family by area is AND-OR/OR-AND gates. With the floorplan core density at 30.3%, the period utilization is 79.4%.

According to the dpl log, the detail-placed design has an HPWL of 39.9 mm. The OpenROAD warning count was 32. In this run the full chip footprint comes out at 47800 um2. The wire length of the first global-routing pass is 79.2 mm.

Setup repair after global routing left no endpoint under its margin. With the aggregate global-route resource usage at 21.4%, the routed wire length per instance is 19.2 um. Each instance of the synthesized netlist takes up on average 7.03 um2. For the number of global-route vias before repair, the log shows 14287.

Per the repair_timing log after CTS, setup buffers inserted total 0. The transition time recorded at the tightest slew-check pin is 0.882 ns.
## per-stage QoR
| stage | instance area [um2] | hold WS (ns) | setup slack [ns] |
|---|---|---|---|
| 2_1_floorplan | 14100 | 44.32 | 31.55 |
| 3_3_place_gp | 15500 | 45.22 | 24.61 |
| 3_5_place_dp | 15500 | 45.21 | 23.74 |
| 4_1_cts | 15500 | 45.21 | 23.64 |
| 5_1_grt | 15500 | 45.27 | 19.55 |
| 6_report | 15500 | 45.20 | 22.79 |
## cells in the mapped netlist (33+ instances only)
library cell and instances:
sky130_fd_sc_hd__o21a_1 60, sky130_fd_sc_hd__nand4_1 41, sky130_fd_sc_hd__inv_1 114, sky130_fd_sc_hd__xnor2_1 109, sky130_fd_sc_hd__nand3_1 45, sky130_fd_sc_hd__nor2b_1 33
sky130_fd_sc_hd__a21o_1 59, sky130_fd_sc_hd__nand2_1 183, sky130_fd_sc_hd__o21ai_0 108, sky130_fd_sc_hd__nor2_1 165, sky130_fd_sc_hd__ha_1 241, sky130_fd_sc_hd__mux2_2 41
sky130_fd_sc_hd__nand2b_1 37, sky130_fd_sc_hd__nor3_1 48, sky130_fd_sc_hd__xor2_1 53, sky130_fd_sc_hd__a21oi_1 163
## layer usage
metal,vias up,track usage (%)
li1,7639,-
met1,7093,32.1
met2,552,31.5
met3,81,3.44
met4,0,5.10
met5,-,0
## worst max-delay path, delay by kind of cell
kind / cells / cell delay, ns
mux: 1 / 0.44
buf+inv: 23 / 7.59
compound gates: 67 / 21.41
simple gates: 38 / 8.24
fa+ha+maj: 17 / 5.81
## logic make-up after synthesis
logic type,Yosys count
XOR/XNOR,162
AND-OR/OR-AND,684
multiplexers,54
buffers and inverters,168
adder cells (fa/ha/maj),256
AND/OR/NAND/NOR,679
## area by class of cell
cell class / count / area (um2)
fill: 4958 / 31000
timing repair buffer: 87 / 808
multi-input combinational: 1835 / 13400
tap: 607 / 759
inverter: 122 / 458
## path summary, 6_finish.rpt
check	cells past startpoint	start	slack, ns	endpoint
max	146	b[0]	22.79	remainder[14]
min	4	a[0]	45.20	remainder[0]
## where the power goes
group	switching (W)	leakage, nW	internal, W
sequential	0	0	0
clock	0	0	0
combinational	0.0000706	7.22	0.0000654
Power and IR drop assume default switching activity.
