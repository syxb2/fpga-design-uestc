**/design/flow/run.sh**
```bash
#!/bin/bash
# OpenROAD 26Q1-2900-gdf79404cd8, Yosys 0.63+post, stock flow scripts
make -C /OpenROAD-flow-scripts/flow DESIGN_CONFIG=/design/flow/config.mk WORK_HOME=/design/flow/orfs finish
```
**/design/flow/config.mk**
```make
export PLATFORM = sky130hd
export DESIGN_NAME = int_div
export DESIGN_NICKNAME = int_div
export VERILOG_FILES = /design/flow/design.v
export SDC_FILE = /design/flow/constraint.sdc
export NUM_CORES = 4
export LEC_CHECK = 1
export CORE_UTILIZATION = 40
```
**/design/flow/constraint.sdc**
```tcl
current_design int_div

set clk_period 215.5
set clk_io_pct 0.2

create_clock -name clk0 -period $clk_period

set non_clock_inputs [all_inputs -no_clocks]
set_input_delay [expr $clk_period * $clk_io_pct] -clock clk0 $non_clock_inputs
set_output_delay [expr $clk_period * $clk_io_pct] -clock clk0 [all_outputs]
```
**/design/flow/design.v**
```verilog
module int_div
(
input[31:0] a, 
input[31:0] b,
output reg [31:0] yshang,
output reg [31:0] yyushu
);
reg[31:0] tempa;
reg[31:0] tempb;
reg[63:0] temp_a;   
reg[63:0] temp_b;   
integer i;
always @(a or b)  
begin
    tempa <= a;
    tempb <= b;
end
always @(tempa or tempb)
begin
    temp_a = {32'h00000000,tempa};
    temp_b = {tempb,32'h00000000}; 
    for(i = 0;i < 32;i = i + 1)
        begin
            temp_a = {temp_a[62:0],1'b0};
            if(temp_a[63:32] >= tempb)
                temp_a = temp_a - temp_b + 1'b1;
            else
				temp_a = temp_a;
        end
    yshang <= temp_a[31:0];
    yyushu <= temp_a[63:32];
end
endmodule 
```
==> run summary <==
Implementation results are summarized by area below.

Route
The first-pass iteration count of the detailed router is 9. After detailed routing, the average wire length per cell comes to 29.82 um. The starting DRC count in detailed routing is 21.08k. The uppermost signal routing layer after detailed routing is met5. For this run, the detailed router reports a per-instance via density of 6.393.

The residual antenna-violating net count after detailed routing is 0. The wire length recorded after detailed routing is 965,900 um. The total via count in the routed design is 207.1k. In the per-layer summary, the met1 wirelength comes to 388,700 um. After detailed routing, the met3 layer carries 108,600 um of wire. The met2 wire length is about 400,000 um. The detailed-route DRC error count is 0.

Worst setup path
The startpoint kind of the worst setup timing path is a primary input. On the critical path the data arrives at 170.02 ns. Looking at the critical path, the highest net fanout was 46. The capturing element type of the critical path is an output pin. The cell that appears most often on the critical path is sky130_fd_sc_hd__buf_4.

According to the timing report, the critical path is launched from b[15]. For reference, the most critical setup path is categorized as in -> out. The library cell contributing the largest single delay on the critical path is sky130_fd_sc_hd__a2111oi_0.

STA puts the critical path data required time at 172.40 ns. The delay of the slowest cell on the worst path is between 1 and 1.5 ns.

Clocking
The count of hold buffers inserted by post-cts repair is 0.

Pwr
The switching fraction of total power is a little over half. In the power breakdown, the internal column shows 0.8344 mW. The static leakage is 96.43 nW. The worst IR drop on VDD is 0.07787 mV. The reported net switching power is 0.9423 mW. The final total power is about 1.8 mW. The total power per unit cell area is around 9.2 mW/mm^2.

Final timing
The maximum clock rate is 4.692 MHz. Endpoints failing hold in the final report were tallied at 0. The fraction of the cycle the final worst path needs is between 90% and 100%. The normalized max-slew margin is about 1.7%.

The final timing report gives a worst setup slack of approximately 2.4 ns. The number of setup violations in the final report is 0. The clock period minus worst slack is 213.12 ns. The worst hold slack after final layout is 88.13 ns. The max-slew violation count is 0. Setup repair after global routing left no endpoint under its margin. The transition time recorded at the tightest slew-check pin is 1.438 ns.

Placement
The placement report lists the number of port buffers as 128. OpenSTA, run right after detailed placement, puts the worst setup slack at -3.657 ns. Detailed placement ended at an HPWL of 825,200 um.

The final weighted congestion recorded by global placement is 1.137. The cell count after placement is between 30k and 40k.

Synth
The number of synthesis warnings is 1. Of all cell types, the one taking the most synthesized area is sky130_fd_sc_hd__ha_1. The count of instantiated cells in the yosys netlist is 25.01k. Summed over its instances, the top area cell type makes up 20.99% of the synthesized netlist area. The fraction of the yosys area taken by sequential cells is 0%. The synthesized instance count is ~25k. By area the synthesized netlist is led by sky130_fd_sc_hd__ha_1, sky130_fd_sc_hd__a21oi_1, sky130_fd_sc_hd__nand2_1, sky130_fd_sc_hd__o21ai_0, sky130_fd_sc_hd__a21o_1. In the Yosys stats the netlist draws on 106 distinct library cells. In this run the cell area of the synthesized design comes to 0.1690 mm^2. After synthesis, the mean cell area works out to 6.757 um^2. The area recorded from the Yosys report for this design is 0.1690 mm^2.

Worst hold path
Note that the worst hold path type here is in -> out. The source of the worst hold timing path is b[0]. The capture endpoint of the worst hold path is yyushu[0]. The worst hold path cell count is 8.

Status
The flow ran to the end, and the final reports show no timing, DRC or antenna violations.

Floorplanning
The cell row count is 238. Per the OpenROAD floorplan log, the area of the die is 0.4250 mm^2. Once the floorplan was initialized, standard cells occupied 40.18% of the core. According to the floorplan report, the die height is 651.9 um. The area of the placeable core is 0.4205 mm^2. The die boundary width is 651.9 um. In this run the count of I/O pins placed on the die edge is 128.

Run
The number of maximum-capacitance violations is 0. The number of logged tool warnings is 507.

Finish
The clock tree buffer count of the final layout is 0. The share of final-layout standard cells stronger than drive strength 1 is a little under an eighth. The most common library cell in the layout ignoring fill and taps is sky130_fd_sc_hd__ha_1.

The finished layout holds 32.39k standard cells, fillers aside. The flip-flop and latch area is 0 um^2. The layout-stage area growth over the synthesis result is 14.90%. The layout has 43.47k filler cells. The flop count is 0. By instance count after routing, the leading logic cell types are sky130_fd_sc_hd__ha_1, sky130_fd_sc_hd__a21oi_1, sky130_fd_sc_hd__nand2_1, sky130_fd_sc_hd__buf_4, sky130_fd_sc_hd__nor2_1.

Global route
The global route stage reports its total congestion overflow as 0. The global-route total usage across every layer is between 40% and 50%. The initial antenna violation count is ~62. The first global-routing pass estimated 1,363,000 um of wire. The number of global-route vias before repair came to around 190k.

Entering global routing, the biggest net connects 85 pins.
==> routing by layer <==
| layer | global-route usage [%] | vias up |
|---|---|---|
| li1 | - | 95900 |
| met1 | 57.99 | 98130 |
| met2 | 64.10 | 10600 |
| met3 | 13.91 | 2397 |
| met4 | 26.85 | 44 |
| met5 | 0.3169 | - |
==> how the worst max path moves through the flow <==
stage | endpoint | slack (ns)
global route | yyushu[24] | 0.01
CTS | yyushu[24] | 0.17
finish | yyushu[24] | 2.38
==> cells in the mapped netlist (243+ instances only) <==
master,instances
sky130_fd_sc_hd__o211ai_1,277
sky130_fd_sc_hd__nor3_1,478
sky130_fd_sc_hd__clkbuf_1,776
sky130_fd_sc_hd__and3_1,266
sky130_fd_sc_hd__nand3_1,577
sky130_fd_sc_hd__nand2b_1,291
sky130_fd_sc_hd__and2_1,246
sky130_fd_sc_hd__a31oi_1,474
sky130_fd_sc_hd__o21ai_0,1760
sky130_fd_sc_hd__a21o_1,1170
sky130_fd_sc_hd__ha_1,2835
sky130_fd_sc_hd__xnor2_1,939
sky130_fd_sc_hd__fa_1,435
sky130_fd_sc_hd__a21oi_1,2588
sky130_fd_sc_hd__o31ai_1,243
sky130_fd_sc_hd__o21bai_1,349
sky130_fd_sc_hd__o21a_1,393
sky130_fd_sc_hd__inv_1,1783
sky130_fd_sc_hd__a211oi_1,287
sky130_fd_sc_hd__nand4_1,438
sky130_fd_sc_hd__nor2_1,1978
sky130_fd_sc_hd__xor2_1,565
sky130_fd_sc_hd__nand2_1,2559
==> kinds of logic after synthesis <==
kind of cell	after synthesis	synth area share, %
buf+inv	2738	6.117
simple gates	7871	22.07
xor+xnor	1504	7.796
fa+ha+maj	3270	26.15
compound gates	9314	35.94
mux	309	1.924
==> critical path: cells and delay by family <==
kind | cells | cell delay [ns]
compound gates | 201 | 58.94
simple gates | 113 | 28.51
buf+inv | 81 | 21.06
fa+ha+maj | 41 | 14.10
xor+xnor | 11 | 1.85
mux | 6 | 1.58
==> stage by stage <==
stage | utilization, % | setup TNS, ns | instance area, um^2
global route | 46.16 | 0 | 194100
detailed placement | 46.00 | -196.54 | 193400
floorplan | - | 0 | 169000
finish | 46.17 | 0 | 194100
global placement | 45.97 | -488.75 | 193300
CTS | 46.04 | 0 | 193600
==> final cells by class <==
type,instances,area (um^2),share of cell area [%]
antenna,25,62.56,0.03223
inverter,1798,6797,3.501
multi-input combinational,22270,159400,82.13
tap,5640,7057,3.635
timing repair buffer,2659,20780,10.70
==> what timing repair did <==
action                                  in CTS  in global routing
setup buffers                                4                  8
gates resized                               28                103
cloned                                       0                  1
pin swaps                                    2                  8
endpoints found under the setup margin      61                 61
Power is estimated from default activity; no workload was simulated.
