==> flow/design.v <==
module divider_seq_board(clk, rst, start, done, y);
    parameter WIDTH = 16;
    input wire clk;
    input wire rst;  
    input wire start;  
    output reg done;
    output reg[WIDTH-1:0] y;
    reg[WIDTH-1:0] remainder;
    reg[WIDTH-1:0] a;
    reg[WIDTH-1:0] b;
    reg[2*WIDTH-1:0] Ra;  
    reg[WIDTH-1:0] Rb;  
    reg[WIDTH-1:0] Rc;  
    reg[5:0] count;  
    reg[1:0] state;  
    initial begin
        state = 1'b0;
        done = 1'b0;
        a = 16'd32200;
        b = 16'd37;
    end
    always@(posedge clk or posedge rst) begin
        if (rst) begin
            state <= 0;
            done <= 0;
            y <= 0;
            remainder <= 0;
        end
        else begin
            case (state)
                0: begin
                    count <= 16;
                    if (start) begin
                        Ra = {16'h0000, a};
                        Rb = b;
                        Rc = 16'h0000;
                        state <= 1;
                    end
                end
                1: begin
                    if (count != 0) begin
                        Ra = Ra << 1;
                        Rc = Rc << 1;
                        if (Ra[31:16] >= Rb) begin
                            Ra[31:16] = Ra[31:16] - Rb;
                            Rc[0] = 1;
                        end
                        else begin
                            Rc[0] = 0;
                        end
                        count <= count - 1;
                    end
                    else begin
                        y = Rc;
                        remainder = Ra[31:16];
                        state <= 2;
                    end
                end
                2: begin
                    done <= 1;
                    state <= 0;
                end
            endcase
        end
    end
endmodule
==> flow/run.sh <==
#!/bin/bash
# OpenROAD 26Q1-2900-gdf79404cd8, Yosys 0.63+post, stock flow scripts
make -C /OpenROAD-flow-scripts/flow DESIGN_CONFIG=/design/flow/config.mk WORK_HOME=/design/flow/orfs finish
==> flow/config.mk <==
export PLATFORM = sky130hd
export DESIGN_NAME = divider_seq_board
export DESIGN_NICKNAME = divider_seq_board
export VERILOG_FILES = /design/flow/design.v
export SDC_FILE = /design/flow/constraint.sdc
export NUM_CORES = 4
export LEC_CHECK = 1
export CORE_UTILIZATION = 30
==> flow/constraint.sdc <==
current_design divider_seq_board

set clk_period 7.4
set clk_io_pct 0.2

create_clock -name clk0 -period $clk_period [get_ports {clk}]

set non_clock_inputs [all_inputs -no_clocks]
set_input_delay [expr $clk_period * $clk_io_pct] -clock clk0 $non_clock_inputs
set_output_delay [expr $clk_period * $clk_io_pct] -clock clk0 [all_outputs]
==> flow_metrics.env <==
# source this file to load flow results
export IMPL_status="completed"
export IMPL_syn_avg_cell_area_um2=13.5
export IMPL_critPathCaptureType="register"
export IMPL_slew_headroom_pct=49.3
export IMPL_clkPwrFrac_pct=16.5
export IMPL_fin_crit_sh_pct=40.7
export IMPL_switchingPower_uw=478
export IMPL_wirelength_mm=4.80
export IMPL_cp_max_fo=44
export IMPL_min_period_ps=3010
export IMPL_slew_viol_final=0
export IMPL_grt_max_degree=45
export IMPL_worst_clock_skew_ps=5.02
export IMPL_cp_slowest_stage_delay_ps=660
export IMPL_io_buffers=19
export IMPL_power_density_mw_per_mm2=416
export IMPL_antenna_found_initial=0
export IMPL_gp_congestion=0.797
export IMPL_fmax_ghz=0.332
export IMPL_ys_seq_share_pct=63.3
export IMPL_cts_path_max_buffers=2
export IMPL_warning_count=30
export IMPL_drtIter0Drc=89
export IMPL_maxCapViolCount=0
export IMPL_min_path_type="register to register"
export IMPL_cts_htree_levels=3
export IMPL_hpwl_mm=2.97
export IMPL_pwr_share_comb_pct=33.6
export IMPL_track_usage_pct=9.72
export IMPL_clkLatencyLatePin_ps=330
export IMPL_die_h_um=104
export IMPL_hold_buffers=0
export IMPL_cp_slowest_cell="or2_1"
export IMPL_drive_above_1_share_pct=14.2
export IMPL_swShare_pct=31.7
export IMPL_setup_tns_ps=0
export IMPL_fin_util_pct=36.4
export IMPL_antenna_diode_count=0
export IMPL_internal_power_uw=1030
export IMPL_vdd_drop_max_uv=219
export IMPL_yosys_area_mm2=0.00313
export IMPL_worst_setup_path_startpoint="state[1]"
export IMPL_worst_pin_slew_ps=760
export IMPL_crit_type="register to register"
export IMPL_grt_setup_unrepaired="no"
export IMPL_avgViaCountPerCell=4.44
export IMPL_async_reset_ff_share_pct=27.5
export IMPL_startpoint_type="register"
export IMPL_critPathMostFrequentCell="inv_1"
export IMPL_finalHoldViolations=0
export IMPL_synth_cell_type_count=46
export IMPL_dieWidth_um=104
export IMPL_yosys_warnings=1
export IMPL_edf_count=50
export IMPL_netlist_area_mm2=0.00313
export IMPL_netlist_instances=231
export IMPL_fp_util_pct=31.4
export IMPL_worst_ep_arrival_time_ps=2980
export IMPL_cts_tree="yes"
export IMPL_std_cell_rows=36
export IMPL_ys_cells=231
export IMPL_instances_no_fill=394
export IMPL_wl_per_cell_um=12.2
export IMPL_min_from="Rc[15]"
export IMPL_ys_flops=69
export IMPL_cts_setup_buffers=0
export IMPL_grt_ovfl_total=0
export IMPL_dr_pass1_iters=4
export IMPL_r2r_start="state[1]"
export IMPL_cts_root_buffer="clkbuf_8"
export IMPL_num_vias=1751
export IMPL_cp_required_ps=7360
export IMPL_p_seq_share_pct=49.9
export IMPL_finalSetupViolations=0
export IMPL_cts_resized=0
export IMPL_core_area_mm2=0.00995
export IMPL_cellLeakagePower_uw=0.00138
export IMPL_yosys_most_used_dff="edfxtp_1"
export IMPL_dpl_cell_count=378
export IMPL_die_area_mm2=0.0108
export IMPL_grt_pass1_wl_mm=8.21
export IMPL_detail_route_antenna_nets=0
export IMPL_ios=20
export IMPL_worstPathCellList="inv_1 > ha_1 > clkinv_1 > or2_1 > inv_1 > a2111oi_2 > buf_4"
export IMPL_remaining_drc_errors=0
export IMPL_numCtsBuffers=9
export IMPL_path_clk_slew_ps=70
export IMPL_crit_buf_inv=4
export IMPL_grt_pass1_vias=1700
export IMPL_crit_family="buffers and inverters"
export IMPL_lay_top_cells="edfxtp_1 (50), and2_1 (20), nor2_1 (19), dfrtp_1 (19), clkdlybuf4s50_1 (19)"
export IMPL_cts_sinks=69
export IMPL_final_common_cell="edfxtp_1"
export IMPL_area_growth_pct=15.9
[layer usage]
| metal | wire length [µm] | vias to the layer above | track usage (%) | part of all wire [%] |
|---|---|---|---|---|
| li1 | - | 877 | - | - |
| met5 | 0 | - | 0 | 0 |
| met1 | 2410 | 834 | 14.8 | 50 |
| met3 | 239 | 5 | 3.64 | 5.0 |
| met4 | 57 | 0 | 1.53 | 1.2 |
| met2 | 2090 | 35 | 14.1 | 44 |
[synthesized netlist by cell type (3+ instances only)]
library cell	number	area share (%)
clkbuf_1	4	0.48
mux2_2	12	4.3
dfrtp_1	19	15
inv_1	9	1.1
nor3_1	3	0.48
and2_1	20	4.0
nand3b_1	3	0.72
nor2_1	19	2.3
a21oi_1	9	1.4
or3_1	4	0.80
o21ai_0	4	0.64
mux2i_1	3	0.96
xnor2_1	7	2.0
edfxtp_1	50	48
nand2_1	8	0.96
nand2b_1	12	2.4
ha_1	8	3.2
mux2_1	4	1.4
[per-stage QoR]
stage	cell area, µm²	hold WS, ps	setup WS [ps]	power [µW]
global placement	3460	455	4150	1260
detailed placement	3460	456	4110	1270
floorplan	3130	413	404	1090
finish	3620	476	4390	1510
global route	3620	498	4120	1630
CTS	3620	478	4330	1530
[final cells by class]
type                    count  area (µm²)
repair buffers             21         205
clock buffers              11         131
multi-input cells         145        1080
fillers                   927        6330
well taps                 133         166
inverters                  10        37.5
clock inverters             5        27.5
flip-flops and latches     69        1980
[registers in the layout, indices dropped and copies added, names as in the netlist]
name   flops
Ra        28
count      6
done       1
Rc        16
state      2
y         16
[cells by family after synthesis]
logic type	count (synthesis)	synth area share, %
simple gates	83	15.4
xor+xnor	8	2.24
fa+ha+maj	8	3.20
mux	19	6.73
compound gates	27	6.73
flops	69	63.3
buf+inv	17	2.44
[worst paths after layout]
path / cells after the start / endpoint / slack, ps
hold / removal: 1 / y[15] / 480
setup / recovery: 7 / Ra[16] / 4390
hold reg to reg: 1 / y[15] / 480
min in group asynchronous: 2 / state[0] / 1650
setup reg to reg: 7 / Ra[16] / 4390
max in group asynchronous: 2 / y[1] / 5280
[power by group through the flow]
stage	clock network, µW	registers, µW	logic, µW
4_1_cts	262	754	513
5_1_grt	279	775	572
6_report	249	752	506
No activity file was given, so power comes from the tool's default toggle rates.
